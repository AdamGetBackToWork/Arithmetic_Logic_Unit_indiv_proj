`flow/run.sh`:
```
#!/bin/bash
# OpenROAD 26Q1-2900-gdf79404cd8, Yosys 0.63+post, stock flow scripts
make -C /OpenROAD-flow-scripts/flow DESIGN_CONFIG=/design/flow/config.mk WORK_HOME=/design/flow/orfs finish
```
`flow/config.mk`:
```
export PLATFORM = sky130hd
export DESIGN_NAME = sync_arith_unit_4
export DESIGN_NICKNAME = sync_arith_unit_4
export VERILOG_FILES = /design/flow/design.v
export SDC_FILE = /design/flow/constraint.sdc
export NUM_CORES = 4
export LEC_CHECK = 1
export CORE_AREA = 10 10 80 80
export DIE_AREA = 0 0 90 90
export SYNTH_HDL_FRONTEND = slang
```
`flow/constraint.sdc`:
```
current_design sync_arith_unit_4

set clk_period 3.6
set clk_io_pct 0.2

create_clock -name clk0 -period $clk_period [get_ports {i_clk}]

set non_clock_inputs [all_inputs -no_clocks]
set_input_delay [expr $clk_period * $clk_io_pct] -clock clk0 $non_clock_inputs
set_output_delay [expr $clk_period * $clk_io_pct] -clock clk0 [all_outputs]
```
`flow/design.v`:
```
module sync_arith_unit_4 (i_op, 
						i_arg_A, 
						i_arg_B, 
						i_clk, 
						i_reset, 
						o_result, 
						o_status);
	parameter N = 2, M = 4, J = 5;
	input logic [N-1:0] i_op;
	input logic [M-1:0] i_arg_A, i_arg_B;
	input logic i_clk;
	input logic i_reset;
	output logic [M-1:0] o_result;
	output logic [3:0] o_status;
	logic [M-1:0] temp_B;
	logic [M-1:0] comp_A, comp_B;
	logic [M-1:0] sum;
	logic [J-1:0] overflow_check;
	logic [3:0] temp_status; 
	logic [M-1:0] temp_result;
	logic signed [M-1:0] s_A, s_B;
	always_comb begin
    		temp_status = 4'b0000; 
    		temp_result = 4'b0;
    		temp_B = 4'b0;
    		comp_A = 4'b0; comp_B = 4'b0;
    		sum = 4'b0;
    		overflow_check = 5'b0;
    		case (i_op)
    			2'b00:  begin  
    					temp_B = (i_arg_B << 1);
            			s_A = $signed(i_arg_A);
        			 	s_B = $signed(temp_B);
        				if ((s_A - s_B) > ((2**(M-1)) - 1)) 
        				begin
        					temp_status = 4'b1001;
    						temp_result = 4'bx;
        				end 
        				else if ((s_A - s_B) < -(2**(M-1))) 
        				begin
        					temp_status = 4'b1001;
    						temp_result = 4'bx;
        				end else begin
        				sum = s_A - s_B;
        				temp_result = sum;
        				end
                    end
            	2'b01: begin  
                		if ((i_arg_A[M-1] == 1) && (i_arg_B[M-1] == 0)) 
                		begin
                    			temp_result = 2'b01; 
                		end else 
                		if (((i_arg_A[M-1] == 0) && (i_arg_B[M-1] == 1)) || (i_arg_A == i_arg_B)) 
                		begin
                    			temp_result = 0;  
                		end else if ((i_arg_A[M-1] == 0) && (i_arg_B[M-1] == 0)) 
                		begin
                			if (i_arg_A < i_arg_B) 
                			begin
                				temp_result = 2'b01; 
                			end else 
                			begin 
                				temp_result = 0;
                			end
                		end else if ((i_arg_A[M-1] == 1) && (i_arg_B[M-1] == 1)) 
                		begin
                			comp_A = i_arg_A;
                			comp_B = i_arg_B;
                			comp_A[M-1] = 0;
                			comp_B[M-1] = 0;
                			if (comp_A > comp_B) 
                			begin
                				temp_result = 1;
                			end else 
                			begin
                				temp_result = 0;
                			end
                		end
            		end 
        		2'b10 : begin  
        			 	s_A = $signed(i_arg_A);
        			 	s_B = $signed(i_arg_B);
        				if ((s_A + s_B) > ((2**(M-1)) - 1)) begin
        					temp_status = 4'b1001;
    						temp_result = 4'bx;
        				end 
        				else if ((s_A + s_B) < -(2**(M-1))) begin
        					temp_status = 4'b1001;
    						temp_result = 4'bx;
        				end else begin
        				sum = s_A + s_B;
        				sum = (sum & ~(1 << s_B));
        				temp_result = sum;
        				end
                    end
               	2'b11: begin  
    					if (i_arg_A == 4'b1000) begin
    						temp_status = 4'b1001;
    						temp_result = {1'b1, ~(i_arg_A[M-2:0]) + 1'b1};
    					end
    					else if(i_arg_A[M-1] == 1) 
    					begin
        					temp_result = {1'b1, ~(i_arg_A[M-2:0]) + 1'b1};
    					end 
    					else begin
        					temp_result = i_arg_A;
    					end
					end
			endcase
				if (~(temp_status == 4'b1001))
				begin 
					if(~(^temp_result == 1'b1)) 
					begin
						temp_status[2] = 1'b1;
					end
					if(temp_result == 4'b1111) 
					begin
						temp_status[1] = 1'b1; 
					end
				end	
				if(i_reset == 1'b0) 
				begin
				    temp_status = 4'b0000;
    				temp_result = 4'b0000;
				end
    	end
    	always_ff @(posedge i_clk) begin
    		o_result <= temp_result;
    		o_status <= temp_status;
   		end
endmodule
```
==> reports/qor.csv <==
metric,value,unit
commonest cells in the synthesized netlist,"ha_1 (16), inv_1 (11), dfxtp_1 (7)",
Routed WL,2.02,mm
WP data required,3.73,ns
Post-synth regs,7,
worst path cell trace,"clkdlybuf4s50_1, inv_1, ha_1, nor2b_1, o21ai_1, a31o_2, a21oi_1, o41ai_1, ha_1, xor2_1, nor4_2",
Final Max Slew Viols,0,
Power Density,277,nW/µm²
number of global-route vias before repair,771,
Total Routing Usage GR,0.0499,
share of post-route cells with drive strength above 1,0.0894,
WL/cell,10.6,µm
delay of the slowest cell on the worst path,0.56,ns
CP top delay family,AND-OR/OR-AND gates,
initial antenna violation count,0,
CORE AREA,4720,µm²
first-pass GRT wire length,3.54,mm
Die Y,90,µm
Ports,20,
I/O Buffers,19,
fin crit share,0.901,
GRT overflow,0,
number of post-CTS setup repair buffers,0,
CP arrival,3.38,ns
stages on the worst setup path,11,
Final setup viols,0,
Max Fclk,308,MHz
final worst path period need,3.24,ns
largest net degree at the start of global routing,14,
Mapped Avg Cell Area,8.53,µm²
"Seq share, synth",0.164,
Sum Neg Setup Slack,0,ns
drt drc,0,
CTS Sinks,7,
Leakage,0.488,nW
Total Power,0.327,mW
number of CTS-inserted buffers,3,
critical path type,primary input to flip-flop,
Final Hold Viols,0,
chip width,90,µm
asr flop ratio synth,0,
Synth Flop Type,dfxtp_1,
Starting DRT DRC Count,27,
number of diodes,0,
most frequent cell after synthesis,ha_1,
Slew HR,0.684,
Max clock buf depth,2,
Yosys cell types,40,
RSZ-0062 raised after global routing,false,
outcome,"finished, final reports clean",
Area growth syn-to-layout,38.3,%
slew at the pin closest to its max-slew limit,0.472,ns
Max IR drop VDD,0.0996,mV
synthesized instance count,100,
Placer Congestion,0.810,
placed inst area,1130,µm²
chip area,8100,µm²
hold crit path type,primary input to flip-flop,
Final HPWL DP,1.77,mm
Clock transition at path regs,0.04,ns
area taken by flip-flops and latches,140,µm²
DR vias,774,
dominant cell type by area after synthesis,ha_1,
Initial Util,0.181,
CP dominant cell by count,ha_1,
buffers and inverters on the worst path,2,
"Chip Area, Yosys",853,µm²
critical path launch point,i_arg_B[1],
"Design Area, Final",1180,µm²
Post-synth area hogs,"ha_1 (23%), dfxtp_1 (16%), inv_1 (4.8%)",
H-tree levels,1,
CTS tree,yes,
Ys Warns,0,
Worst Hold Slack,1.17,ns
post-synth top area share,0.235,
CP Launch Type,primary input,
Pre-Repair DR Iteration Count,4,
Synth Cell Area,853,µm²
CP endpoint,o_status[2],
tool warning count,31,
Vias/cell,4.07,
max cap viols,0,
fin util,0.250,
antenna-violating nets left,0,
crit path capture type,flip-flop,
"critical path fanouts, max",4,
number of cell rows,25,
FILL cells,502,
number of standard cells reported by yosys,100,
slowest CP cell,clkdlybuf4s50_1,
post_cts resized,0,
comb. cell area,657,µm²
cts hold-fix bufs,0,
root buffer cell,clkbuf_8,
"EDFF count, synth",0,
[area by class of cell]
type / count / area share
multi-input cells: 79 / 0.557
well taps: 67 / 0.0710
clock buffers: 4 / 0.0382
repair buffers: 22 / 0.180
inverters: 11 / 0.0350
flip-flops and latches: 7 / 0.119
[metrics by stage]
step / std cells / setup slack (ns)
2_1_floorplan: 100 / 0.909
3_3_place_gp: 186 / 0.117
3_5_place_dp: 186 / 0.111
4_1_cts: 190 / 0.318
5_1_grt: 190 / 0.165
6_report: 190 / 0.356
[power breakdown]
group / switching [mW] / leakage [nW] / total [mW] / internal [mW]
Clock: 0.0287 / 0.0228 / 0.105 / 0.0761
Combinational: 0.0623 / 0.407 / 0.135 / 0.0725
Sequential: 0.00183 / 0.0577 / 0.0879 / 0.0860
Total: 0.0927 / 0.488 / 0.327 / 0.235
[metal layers]
| layer | up-vias | track usage | wire length (µm) |
|---|---|---|---|
| li1 | 408 | - | - |
| met1 | 338 | 0.0669 | 1010 |
| met5 | - | 0 | 0 |
| met4 | 0 | 0.00928 | 21 |
| met3 | 4 | 0.0184 | 182 |
| met2 | 24 | 0.0757 | 810 |
[logic make-up after synthesis]
logic type / count (synthesis) / share of synthesized area
simple gates: 31 / 0.223
flops: 7 / 0.164
xor+xnor: 5 / 0.0513
mux: 2 / 0.0235
compound gates: 23 / 0.191
fa+ha+maj: 18 / 0.282
buf+inv: 14 / 0.0660
[state kept, by name, summed over array words and instances (netlist names)]
signal and flops:
o_status 3, o_result 4
[cell usage in the layout (no fill, tap or decap), types with 3 or more instances in the layout]
cell / Yosys / final
nor2_1: 4 / 4
and2_1: 3 / 3
clkbuf_8: 0 / 3
inv_1: 11 / 11
nand2_1: 4 / 4
nor3_1: 3 / 3
ha_1: 16 / 16
a21oi_1: 4 / 4
nand3_1: 3 / 3
clkdlybuf4s50_1: 0 / 19
o22ai_1: 3 / 3
xnor2_1: 3 / 3
nor2b_1: 4 / 4
dfxtp_1: 7 / 7
buf_4: 1 / 3
[worst min-delay path by stage]
stage / startpoint / endpoint / slack [ns] / depth (start not counted)
after CTS: i_reset / o_status[0] / 1.17 / 2
after global routing: i_reset / o_status[0] / 1.21 / 2
final: i_reset / o_status[0] / 1.17 / 2
Power is estimated from default activity; no workload was simulated.
